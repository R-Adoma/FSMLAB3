$ cat /design/flow/run.sh
#!/bin/bash
# OpenROAD 26Q1-2900-gdf79404cd8, Yosys 0.63+post, stock flow scripts
make -C /OpenROAD-flow-scripts/flow DESIGN_CONFIG=/design/flow/config.mk WORK_HOME=/design/flow/orfs finish
$ cat /design/flow/config.mk
export PLATFORM = sky130hd
export DESIGN_NAME = lfsr
export DESIGN_NICKNAME = lfsr
export VERILOG_FILES = /design/flow/design.v
export SDC_FILE = /design/flow/constraint.sdc
export NUM_CORES = 4
export LEC_CHECK = 1
export CORE_AREA = 10 10 70 70
export DIE_AREA = 0 0 80 80
$ cat /design/flow/constraint.sdc
current_design lfsr

set clk_period 1.0
set clk_io_pct 0.2

create_clock -name clk0 -period $clk_period [get_ports {clk}]

set non_clock_inputs [all_inputs -no_clocks]
set_input_delay [expr $clk_period * $clk_io_pct] -clock clk0 $non_clock_inputs
set_output_delay [expr $clk_period * $clk_io_pct] -clock clk0 [all_outputs]
$ cat /design/flow/design.v
module lfsr(
    input   logic       clk,
    input   logic       rst,
    input   logic       en,
    output  logic [3:0] data_out
);
    logic [3:0] sreg;
always_ff @ (posedge clk, posedge rst)
    if (rst)
        sreg <= 4'b1;
    else if (en)
        sreg <= {sreg[2:0], sreg[2] ^ sreg[3]};
assign data_out = sreg;
endmodule
==> results.json <==
{
  "fillerInstances": 406,
  "end_of_the_worst_register_to_register_path": "sreg[3]",
  "place_congestion": 0.668,
  "placedInstanceArea_um2": 304,
  "flow.area_growth_from_synthesis_pct": 97.6,
  "max_cap_violations": 0,
  "flip_flop_count_of_the_largest_register_after_layout": 4,
  "final_period_minus_worst_setup_slack_ns": 1.06,
  "timing.critical_path.from": "sreg[0]",
  "drv_slew": 0,
  "worst_case_register_to_register_setup_slack_ns": 0.10,
  "die_height_um": 80,
  "tool_warnings": 27,
  "synthesis.area_um2": 156,
  "tritoncts": "built",
  "post_synth_main_area_contributors": "sky130_fd_sc_hd__dfrtp_1 (48%), sky130_fd_sc_hd__mux2_2 (22%), sky130_fd_sc_hd__dfstp_2 (17%)",
  "ctsHoldBuffers": 0,
  "grt_antenna_before_repair": 0,
  "path_depth": 1,
  "critPathArrivalTime_ns": 0.86,
  "floorplan.initialDensity_pct": 4.58,
  "drt-initial-drc-count": 0,
  "route.detailed.vias_per_inst": 1.89,
  "ys_cells": 11,
  "fin_ws_ns": -0.0596,
  "synth_warnings": 1,
  "ios": 7,
  "skew_ns": 0.0110,
  "cp_data_required_time_ns": 0.80,
  "core.rowCount": 21,
  "clock-sinks": 4,
  "crit_fanout": 3,
  "worst_ir_drop_vdd_mv": 0.405,
  "slew_headroom_pct": 86.9,
  "clk_root_buffer_cell": "sky130_fd_sc_hd__clkbuf_4",
  "min_hold_slack_ns": 0.138,
  "finalHoldViolations": 0,
  "crit_path_max_incr_delay_ns": 0.53,
  "ff_latch_area_um2": 101,
  "gr-usage-all-layers_pct": 1.63,
  "detail_route.antenna_diodes": 0,
  "chipArea_mm2": 0.00640,
  "total_power_uw": 833,
  "grt_pass1_vias": 134,
  "outcome": "complete, but fails checks",
  "reg.largest.list": "sreg x4",
  "hold_path.class": "input pin to asynchronous set/reset pin",
  "route.detailed.drc": 0,
  "crit_chain": "buf_2",
  "synth_cell_types": 7,
  "grt_setup_unrepaired": "true",
  "worst_pin_slew_ns": 0.196,
  "cts.htree.levels": 1,
  "violations": "negative setup slack",
  "cts-root-to-sink-buffers": 2,
  "max_freq_ghz": 0.944,
  "timing.final.setup_violations": 1,
  "yosys.stat.chipArea_um2": 156,
  "post_synthesis_instance_total": 11,
  "ys_seq_share_pct": 64.8,
  "path_clk_slew_ns": 0.04,
  "layout_cells_sized_above_1_pct": 60.0,
  "regMostFlops": "sreg",
  "post-synth-top-area-cell": "sky130_fd_sc_hd__dfrtp_1",
  "dieWidth_um": 80,
  "worst-path-buf-inv": 1,
  "wire_per_inst_um": 6.30,
  "mean_post_synth_cell_area_um2": 14.2,
  "critical_path.top_delay_family": "flip-flops",
  "post-route-period-util_pct": 106,
  "postLayoutCellArea_um2": 309,
  "cts-buffers-inserted": 3,
  "route.antenna.remaining_nets": 0,
  "leakagePower_nw": 0.124,
  "crit_end": "data_out[0]",
  "grt_max_degree": 5,
  "grt_overflow": 0,
  "worst-setup-path-type": "flop to primary output",
  "setup.worst_path.end_class": "primary output",
  "drt_pass1_iterations": 1,
  "multiInputGateArea_um2": 51.3,
  "ys_seq_elements": 4,
  "clk-insertion-delay-late_ns": 0.25,
  "num_vias": 134,
  "r2r.worst_path.cells": 2,
  "cp-start-kind": "flop",
  "critical_path.reg2reg.startpoint": "sreg[2]",
  "yosys.area.top_type_share_pct": 48.0,
  "first_pass_grt_wire_length_um": 703,
  "powerDensity_mw_per_mm2": 2700,
  "drt_wl_total_um": 447,
  "worst_path_max_delay_cell": "sky130_fd_sc_hd__dfstp_2",
  "design.core.area_mm2": 0.00342,
  "io_buffer_count": 6
}
[routing by layer]
layer / wire [um] / global-route usage, % / vias to the layer above
li1: - / - / 63
met5: 0 / 0 / -
met2: 165 / 1.85 / 7
met3: 99 / 2.50 / 2
met4: 6 / 0.176 / 0
met1: 176 / 1.61 / 62
[Yosys cell counts (all sizes together)]
library cell  number
dfstp              1
mux2               3
dfrtp              3
xnor2              1
inv                1
a21oi              1
nor2               1
[cells by family (layout without fill, tap and decap cells)]
family          after synthesis  count (layout)  synth area share (%)
simple gates                  1               1                  2.40
compound gates                1               1                  3.20
mux                           3               3                  21.6
flops                         4               4                  64.8
xor+xnor                      1               1                  5.60
buf+inv                       1              15                  2.40
[per-stage QoR]
step / util (%) / setup slack (ns) / instances / setup TNS (ns)
global route: 9.05 / -0.113 / 71 / -0.113
floorplan: - / 0.253 / 11 / 0
finish: 9.05 / -0.0596 / 71 / -0.0596
detailed placement: 8.90 / -0.238 / 67 / -1.06
global placement: 8.90 / -0.228 / 67 / -1.02
CTS: 9.56 / -0.0767 / 72 / -0.0767
[placed cells by master (no fill, tap or decap)]
cell type,n
sky130_fd_sc_hd__clkbuf_1,1
sky130_fd_sc_hd__dfstp_2,1
sky130_fd_sc_hd__clkbuf_2,2
sky130_fd_sc_hd__dlygate4sd2_1,1
sky130_fd_sc_hd__inv_1,1
sky130_fd_sc_hd__mux2_2,3
sky130_fd_sc_hd__nor2_1,1
sky130_fd_sc_hd__buf_2,2
sky130_fd_sc_hd__xnor2_1,1
sky130_fd_sc_hd__clkbuf_4,3
sky130_fd_sc_hd__clkdlybuf4s50_1,1
sky130_fd_sc_hd__dfrtp_1,3
sky130_fd_sc_hd__buf_4,4
sky130_fd_sc_hd__a21oi_1,1
[area by class of cell]
cell class                 instances  area share [%]
sequential                         4            32.8
timing repair buffer              10            22.3
tap                               46            18.6
multi-input combinational          6            16.6
clock buffer                       4            8.50
inverter                           1            1.21
[timing repair]
item                       CTS  global route
setup endpoints to repair    5             5
buffers inserted             1             0
gates resized               12             2
[how the worst min path moves through the flow]
stage / slack (ns) / cells past startpoint / end
CTS: 0.14 / 2 / sreg[1]
global route: 0.16 / 2 / sreg[1]
finish: 0.14 / 2 / sreg[2]
[worst reg2reg max path: stages (launching register included)]
cell                      delay, ns
sky130_fd_sc_hd__dfrtp_1       0.37
sky130_fd_sc_hd__buf_4         0.14
sky130_fd_sc_hd__mux2_2        0.25
[report_power, final]
part / internal [mW] / switching [mW] / total [mW] / leakage [nW]
registers: 0.258 / 0.0411 / 0.299 / 0.0440
clock network: 0.150 / 0.0757 / 0.226 / 0.0150
logic: 0.210 / 0.0979 / 0.308 / 0.0651
total: 0.618 / 0.215 / 0.833 / 0.124
Power and IR drop assume default switching activity.
